File: design/flow/config.mk
export PLATFORM = sky130hd
export DESIGN_NAME = cisc_top
export DESIGN_NICKNAME = cisc_top
export VERILOG_FILES = /design/flow/design.v
export SDC_FILE = /design/flow/constraint.sdc
export NUM_CORES = 4
export LEC_CHECK = 1
export CORE_UTILIZATION = 50
File: design/flow/constraint.sdc
current_design cisc_top

set clk_period 3.9
set clk_io_pct 0.2

create_clock -name clk0 -period $clk_period [get_ports {clk}]

set non_clock_inputs [all_inputs -no_clocks]
set_input_delay [expr $clk_period * $clk_io_pct] -clock clk0 $non_clock_inputs
set_output_delay [expr $clk_period * $clk_io_pct] -clock clk0 [all_outputs]
File: design/flow/design.v
module CLK_GENERATOR(
	input clk,
	output reg M_clk,
	output reg P_clk
	);
always@(*) begin
 P_clk = clk;
 M_clk = ~clk;
end
endmodule
module acc(
	input reset,
	input clk,
	input ld,
   input [7:0] acc_in,
	output reg [7:0] acc_out
);
always@(posedge clk or posedge reset) begin
	if(reset)
		acc_out <= 8'b0000_0000;
	else
		if(ld)
			acc_out <= acc_in;
end
endmodule
module addr_mux(
	input [4:0] a,
	input [4:0] b,
	input sel,
	output [4:0] mux_out
	);
assign mux_out = sel ? a  : b;
endmodule
module alu(
	input [7:0] a,
	input [7:0] b,
	input [2:0] op,
	output reg [7:0] alu_out
	);
always@(a,b,op) begin
  case(op)
   3'b000 : alu_out = a   ;	
   3'b010 : alu_out = a+b ;
   3'b011 : alu_out = a&b ;
   3'b100 : alu_out = a^b ;
   3'b101 : alu_out = b   ;
   3'b110 : alu_out = a   ;
   default: alu_out = 8'b0;
  endcase
 end
endmodule
module bi_buf(
	input en,
	input [7:0] buf_in,
	input [7:0] d_in,
	output reg [7:0] d_out,
	output reg [7:0] buf_out
	);
always@(en,d_in,buf_in) begin
	buf_out  = 8'b0;
	d_out    = 8'b0;
	case(en)
		1'b0 : buf_out = d_in  ;
		1'b1 : d_out   = buf_in;
	endcase
end
endmodule
module bi_direction_core(
	input mc_en,
	input read,
	input [7:0] mc_in,
	input [7:0] mem_data2,
	output reg [7:0] mem_data1,
	output reg [7:0] mc_out
	);
always@(*) begin
	mc_out    = 8'b0;
 	mem_data1 = 8'b0;
 if(mc_en)
	mem_data1 = mc_in;
 else
	mc_out = mem_data2;
end
endmodule
module cisc_top(
	input reset, 
	input clk, 
	output [7:0] mc_out, 
	output [7:0] mem_out, 
	output m_clk, 
	output read, 
	output write, 
	output [4:0] mem_addr
	);
wire sig_read              ;
wire sig_write             ;
wire [4:0]sig_mem_addr     ;
wire sig_mc_en             ;
wire [7:0]sig_mem_data_out ;
wire [7:0]sig_mem_data2    ;
wire [7:0]sig_mem_data1    ;
wire [7:0]sig_mem_data_in  ;
wire sig_M_clk             ;
wire sig_P_clk             ;
assign mc_out  = sig_mem_data_in  ;
assign mem_out = sig_mem_data_out ;
assign mem_addr= sig_mem_addr;
assign m_clk   = sig_M_clk   ;
assign read    = sig_read    ;
assign write   = sig_write   ;
memory  MEM_BLK(
    .reset    (reset        ),
    .clk      (sig_M_clk    ),
    .READ     (sig_read     ),
    .WRITE    (sig_write    ),
    .MEM_ADDR (sig_mem_addr ),
    .MEM_DATA1(sig_mem_data1),
    .MEM_DATA2(sig_mem_data2)
);
bi_direction_core BUS_BLK(
    .mc_en     (sig_mc_en        ),
    .read      (sig_read         ),
    .mc_in     (sig_mem_data_out ),
    .mem_data2 (sig_mem_data2    ),
    .mem_data1 (sig_mem_data1    ),
    .mc_out    (sig_mem_data_in  )
);
CLK_GENERATOR     CLK_BLK(
    .clk       (clk  ),
    .M_clk     (sig_M_clk),
    .P_clk     (sig_P_clk)
);
mcu  COR_BLK(
    .reset       (reset           ),
    .clk         (sig_P_clk       ),
    .mem_data_in (sig_mem_data_in ),
    .READ        (sig_read        ),
    .WRITE       (sig_write       ),
    .MEM_ADDR    (sig_mem_addr    ),
    .MEM_DATA_OUT(sig_mem_data_out),
    .LD_IR_OUT   ( ),
    .LD_ACC_OUT  ( ),
    .DOUT_EN_OUT (sig_mc_en       ),
    .LD_MDR_OUT  ( ),
    .LD_PC_OUT   ( ),
    .INC_OUT     ( ),
    .SEL_OUT     ( ),
    .FLAG_OUT    ( ),
    .IR_OUT_OUT  ( ),
    .OP_OUT      ( ),
    .ALU_OUT_OUT ( )
); 
endmodule
module control(
	input zero,
	input [2:0] op,
	input [2:0] pstate,
	output reg ld_mdr,
	output reg ld_acc,
	output reg ld_ir,
	output reg dout_en,
	output reg ld_pc,
	output reg inc,
	output reg sel,
	output reg rd,
	output reg wr,
	output reg [2:0] nstate
	);                                                                                                    
always@(*) begin
 rd     = 0; wr     = 0;   ld_ir   = 0; sel = 0; inc = 0;
 ld_acc = 0; ld_pc  = 0;   dout_en = 0;
 ld_mdr = 0; nstate = 000;
  case(pstate)
   3'b100 : begin  
     rd     = 0; wr     = 0; ld_ir   = 0; sel    = 0; inc = 0;
     ld_acc = 0; ld_pc  = 0; dout_en = 0; ld_mdr = 0; 
     nstate = 000;
   end
   3'b000 : begin
     rd     = 1; wr     = 0; ld_ir   = 1; sel    = 0; inc = 0;
     ld_acc = 0; ld_pc  = 0; dout_en = 0; ld_mdr = 0; 
     nstate = 001;
   end
   3'b001 : begin
     rd     = 0; wr     = 0; ld_ir   = 0; sel    = 0; inc = 0;
     ld_acc = 0; ld_pc  = 0; dout_en = 0; ld_mdr = 0; 
     nstate = 010;
   end
   3'b010 : begin 
    case(op) 
      3'b000 : begin   
      	rd     = 0; wr     = 0; ld_ir   = 0; sel    = 1; inc = 0;
   			ld_acc = 0; ld_pc  = 0; dout_en = 0; ld_mdr = 0; 
   			nstate = 000;
   		end
      3'b001 : begin   
      	rd     = 0; wr     = 0; ld_ir   = 0; sel    = 1; inc = 1;
   			ld_acc = 0; ld_pc  = 0; dout_en = 0; ld_mdr = 0; 
   			nstate = 011;
   		end
      3'b010 : begin   
      	rd     = 1; wr     = 0; ld_ir   = 0; sel    = 1; inc = 1;
   			ld_acc = 0; ld_pc  = 0; dout_en = 0; ld_mdr = 1; 
   			nstate = 011;
   		end
      3'b011 : begin   
      	rd     = 1; wr     = 0; ld_ir   = 0; sel    = 1; inc = 1;
   			ld_acc = 0; ld_pc  = 0; dout_en = 0; ld_mdr = 1;         
   			nstate = 011;                                            
   		end
      3'b100 : begin   
      	rd     = 1; wr     = 0; ld_ir   = 0; sel    = 1; inc = 1;
   			ld_acc = 0; ld_pc  = 0; dout_en = 0; ld_mdr = 1;         
   			nstate = 011;                                            
   		end
      3'b101 : begin   
      	rd     = 1; wr     = 0; ld_ir   = 0; sel    = 1; inc = 1;
   			ld_acc = 0; ld_pc  = 0; dout_en = 0; ld_mdr = 1;         
   			nstate = 011;                                            
   		end
      3'b110 : begin   
      	rd     = 0; wr     = 1; ld_ir   = 0; sel    = 1; inc = 1;
   			ld_acc = 0; ld_pc  = 0; dout_en = 1; ld_mdr = 0; 
   			nstate = 000;
   		end
      3'b111 : begin   
      	rd     = 0; wr     = 0; ld_ir   = 0; sel    = 0; inc = 0;
   			ld_acc = 0; ld_pc  = 1; dout_en = 0; ld_mdr = 0; 
   			nstate = 000;
   		end
   	  default: begin
         rd     = 0; wr     = 0; ld_ir   = 0; sel    = 0; inc = 0;
         ld_acc = 0; ld_pc  = 0; dout_en = 0; ld_mdr = 0; 
         nstate = 000;
      end
   	endcase
   end
   3'b011 : begin 
    case(op)
     3'b001 : begin   
	    rd     = 0; wr     = 0; ld_ir    = 0; inc    = 0;
	    ld_acc = 0; ld_pc  = 0; dout_en  = 0; ld_mdr = 0;         
	    nstate = 000;
	    inc = zero ? 1:0;
     end
     3'b010 : begin   
	    rd     = 0; wr     = 0; ld_ir    = 0; inc    = 0;
	    ld_acc = 1; ld_pc  = 0; dout_en  = 0; ld_mdr = 0;         
	    nstate = 000;
	   end
	   3'b011 : begin   
	    rd     = 0; wr     = 0; ld_ir    = 0; inc    = 0;
	    ld_acc = 1; ld_pc  = 0; dout_en  = 0; ld_mdr = 0;         
	    nstate = 000;
	   end
	   3'b100 : begin   
	    rd     = 0; wr     = 0; ld_ir    = 0; inc    = 0;
	    ld_acc = 1; ld_pc  = 0; dout_en  = 0; ld_mdr = 0;         
	    nstate = 000;
	   end
	   3'b101 : begin   
	    rd     = 0; wr     = 0; ld_ir    = 0; inc    = 0;
	    ld_acc = 1; ld_pc  = 0; dout_en  = 0; ld_mdr = 0;         
	    nstate = 000;
	   end
     default: begin
      rd     = 0; wr     = 0; ld_ir   = 0; sel    = 0; inc = 0;
      ld_acc = 0; ld_pc  = 0; dout_en = 0; ld_mdr = 0; 
      nstate = 000;
     end
    endcase
   end
   default: begin
     rd     = 0; wr     = 0; ld_ir   = 0; sel    = 0; inc = 0;
     ld_acc = 0; ld_pc  = 0; dout_en = 0; ld_mdr = 0; 
     nstate = 000;
   end            	
  endcase 
 end  
endmodule
module flag(
	input reset,
	input ld,
	input clk,
	input [7:0] alu_out,
	output reg flag
	);
always@(posedge reset or posedge clk) begin
	if(reset)
		flag = 0;
	else
		case(alu_out)
		8'b0000_0000 : if(ld == 1)
								flag = 1;
		default       : if(ld == 1)
								flag = 0;     
		endcase   
end
endmodule
module ir(
	input reset,
	input clk,
	input ld,
	input [7:0] ir_in,
	output reg [7:0] ir_out
	);
always@(posedge reset or posedge clk)
 if(reset)
	ir_out <= 8'b0;
 else
	if(ld)
		ir_out <= ir_in;
	else
		ir_out <= ir_out;
endmodule
module mcu(
	input reset,
	input clk,
	input [7:0] mem_data_in,
	output READ,
	output WRITE,
	output LD_IR_OUT,
	output LD_ACC_OUT,
	output DOUT_EN_OUT,
	output LD_MDR_OUT,
	output LD_PC_OUT,
	output INC_OUT,
	output SEL_OUT,
	output FLAG_OUT,
	output [7:0] IR_OUT_OUT,
	output [2:0] OP_OUT,
	output [7:0] ALU_OUT_OUT,
	output [4:0] MEM_ADDR,
	output [7:0] MEM_DATA_OUT  );
wire [2:0] sig_state_out   ;
wire sig_ld_mdr           ;
wire sig_ld_acc           ;
wire sig_ld_ir            ;
wire sig_dout_en          ;
wire sig_ld_pc            ;
wire sig_inc              ;
wire sig_sel              ;
wire sig_rd               ;
wire sig_wr               ;
wire [2:0] sig_nstate      ;
wire [7:0] sig_alu_out     ;
wire sig_flag             ;
wire [4:0] sig_pc_out      ;
wire [4:0] sig_mem_addr    ;
wire [7:0] sig_acc_out     ;           
wire [7:0] sig_ir_in       ;    
wire [7:0] sig_mdr_out     ;
wire [7:0] sig_mem_data_out;
wire [7:0] sig_ir_reg;
assign READ        = sig_rd          ;
assign WRITE       = sig_wr          ;
assign LD_MDR_OUT  = sig_ld_mdr      ;
assign LD_IR_OUT   = sig_ld_ir       ;
assign LD_ACC_OUT  = sig_ld_acc      ;
assign DOUT_EN_OUT = sig_dout_en     ;
assign LD_PC_OUT   = sig_ld_pc       ;
assign INC_OUT     = sig_inc         ;
assign SEL_OUT     = sig_sel         ;
assign FLAG_OUT    = sig_flag        ;
assign ALU_OUT_OUT = sig_alu_out     ;
assign IR_OUT_OUT  = sig_ir_reg      ;
assign OP_OUT      = sig_ir_reg[7:5] ;
assign MEM_ADDR    = sig_mem_addr    ;
assign MEM_DATA_OUT= sig_mem_data_out;
state state_reg(.clk       (clk          ), 
                .reset     (reset        ), 
                .state_out (sig_state_out), 
                .state_in  (sig_nstate   )
);
control control_blk(
                .zero      (sig_flag        ),
                .op        (sig_ir_reg[7:5] ),
                .pstate    (sig_state_out   ),
                .ld_mdr    (sig_ld_mdr      ),
                .ld_acc    (sig_ld_acc      ),
                .ld_ir     (sig_ld_ir       ),
                .dout_en   (sig_dout_en     ),
                .ld_pc     (sig_ld_pc       ),
                .inc       (sig_inc         ),
                .sel       (sig_sel         ),
                .rd        (sig_rd          ),
                .wr        (sig_wr          ),
                .nstate    (sig_nstate      )
);
flag flag_blk(.reset       (reset      ), 
              .ld          (sig_ld_acc ),
              .clk         (clk        ),
              .alu_out     (sig_alu_out),
              .flag        (sig_flag   )
);
pc pc_blk(.ld_pc   (sig_ld_pc      ),
                      .inc_pc  (sig_inc        ),
                      .reset   (reset          ),
                      .clk     (clk            ),
                      .pc_in   (sig_ir_reg[4:0]),
                      .pc_out  (sig_pc_out     )
);
addr_mux addr_mux_blk(.a      (sig_ir_reg[4:0]),
                        .b      (sig_pc_out     ),
                        .sel    (sig_sel        ),
                        .mux_out(sig_mem_addr   )
);
ir ir_blk(.reset (reset          ),
          .clk   (clk            ),
          .ld    (sig_ld_ir      ),
          .ir_in (sig_ir_in      ),
          .ir_out(sig_ir_reg[7:0])
);
mdr mdr_blk(.reset    (reset      ),
            .ld       (sig_ld_mdr ),
            .clk      (clk        ),
            .mdr_in   (sig_ir_in  ),
            .mdr_out  (sig_mdr_out)
);
acc acc_blk1(.ld    (sig_ld_acc ),
            .reset  (reset      ),
            .clk    (clk        ),
            .acc_in (sig_alu_out),
            .acc_out(sig_acc_out)
);
alu alu_blk(.a      (sig_acc_out    ),
            .b      (sig_mdr_out    ),
            .op     (sig_ir_reg[7:5]),
            .alu_out(sig_alu_out    )
);
bi_buf bi_buf_blk(.en     (sig_dout_en ),
                  .buf_in (sig_acc_out ),
                  .buf_out(sig_ir_in   ),
                  .d_in   (mem_data_in ),
                  .d_out  (sig_mem_data_out)
);
endmodule
module mdr(
	input reset,
	input ld,
	input clk,
	input [7:0] mdr_in,
	output reg [7:0] mdr_out
	);
always@(posedge reset or posedge clk) begin
 if(reset)
	mdr_out <= 8'b0;
 else
	if(ld)
		mdr_out <= mdr_in;
end
endmodule
module memory(
	input reset,
	input clk,
	input READ,
	input WRITE,
	input [4:0] MEM_ADDR,
	input [7:0] MEM_DATA1,
	output reg [7:0] MEM_DATA2
	);
reg [7:0] tmp   ;
reg [7:0] one   ;
reg [7:0] last_n;
reg [7:0] n     ;
reg [7:0] xn1   ;
reg [7:0] xn    ;
reg temp        ;
always@(posedge reset or posedge clk) begin
	 if(reset) begin
	  MEM_DATA2 <= 8'b0;
	  temp      <= 0;
	 end
	 else begin
	 	if(temp == 0)begin
		 tmp    <= 8'b0       ;
		 one    <= 8'b00000001;
		 last_n <= 8'b00001010;
		 n      <= 8'b00000000;
		 xn1    <= 8'b00000001;
		 xn     <= 8'b00000001;
		 temp   <= 1;
		end
		if(READ)
			case(MEM_ADDR)
			  5'b00000 : MEM_DATA2 <= 8'b10111111;
			  5'b00001 : MEM_DATA2 <= 8'b01011110;
			  5'b00010 : MEM_DATA2 <= 8'b11011010;
			  5'b00011 : MEM_DATA2 <= 8'b10111111;
			  5'b00100 : MEM_DATA2 <= 8'b11011110;
			  5'b00101 : MEM_DATA2 <= 8'b10111010;
			  5'b00110 : MEM_DATA2 <= 8'b11011111;
			  5'b00111 : MEM_DATA2 <= 8'b10111101;
			  5'b01000 : MEM_DATA2 <= 8'b01011011;
			  5'b01001 : MEM_DATA2 <= 8'b11011101;
			  5'b01010 : MEM_DATA2 <= 8'b10011100;
			  5'b01011 : MEM_DATA2 <= 8'b00100000;
			  5'b01100 : MEM_DATA2 <= 8'b11100000;
			  5'b01101 : MEM_DATA2 <= 8'b00000000;
			  5'b11010 : MEM_DATA2 <= tmp        ;
           5'b11011 : MEM_DATA2 <= one        ;
           5'b11100 : MEM_DATA2 <= last_n     ;
           5'b11101 : MEM_DATA2 <= n          ;
           5'b11110 : MEM_DATA2 <= xn1        ;
           5'b11111 : MEM_DATA2 <= xn         ;
           default  : MEM_DATA2 <= 8'b00000000;
        endcase
		else if(WRITE)
			case(MEM_ADDR)
			 5'b11010 : tmp    <= MEM_DATA1; 
			 5'b11011 : one    <= MEM_DATA1;
			 5'b11100 : last_n <= MEM_DATA1;
			 5'b11101 : n      <= MEM_DATA1;
			 5'b11110 : xn1    <= MEM_DATA1;
			 5'b11111 : xn     <= MEM_DATA1;
			endcase
		end
 end
endmodule
module pc(
	input ld_pc,
	input inc_pc,
	input reset,
	input clk,
	input [4:0] pc_in,
	output reg [4:0] pc_out
	);
always@(posedge reset or posedge clk) begin
 if(reset)
	pc_out <= 5'b0;
 else
	if(ld_pc)
		pc_out <= pc_in;
	else if(inc_pc)
		pc_out <= pc_out+1;
end
endmodule
module tb_pc;
	reg ld_pc;
	reg inc_pc;
	reg reset;
	reg clk;
	reg [4:0] pc_in;
	wire [4:0] pc_out;
	pc U1 (
		.ld_pc(ld_pc),
		.inc_pc(inc_pc),
		.reset(reset),
		.clk(clk),
		.pc_in(pc_in),
		.pc_out(pc_out)
	);
	initial begin 
		reset = 1;
		clk = 0;
		ld_pc = 0;
	   inc_pc = 0;
	   pc_in = 0;
		#2 reset = 0;
		#30 pc_in = 10010; ld_pc = 1;
		#10 ld_pc = 0;
		#20 pc_in = 11101;
		#10 ld_pc = 1; 
		#10 ld_pc = 0;
		#20 inc_pc = 1; 
		#10 inc_pc = 0; 		
	end  
	always begin
		#5 clk = ~clk;
	end
endmodule 
module state(
	input reset,
	input clk,
	input [2:0] state_in,
	output reg [2:0] state_out
	);
always@(posedge reset or posedge clk) begin
	if(reset)
		state_out <= 3'b111;
	else
		state_out <= state_in;	 
end
endmodule
File: design/flow/run.sh
#!/bin/bash
# OpenROAD 26Q1-2900-gdf79404cd8, Yosys 0.63+post, stock flow scripts
make -C /OpenROAD-flow-scripts/flow DESIGN_CONFIG=/design/flow/config.mk WORK_HOME=/design/flow/orfs finish
==> impl_metrics.ini <==
; flow metrics
[place]
dp_hpwl_um = 13100
routabilityCongestion = 0.900
post-place-cells = 867
numPortBuffers = 25

[run]
tool_warnings = 80
max_cap_viol_count = 0

[layout]
fin_util_pct = 72.3
layout.cells.non_filler = 956
drive_gt1_share_pct = 29.4
area_growth_pct = 38.7

[synthesis]
postSynthCellCount = 657
muxShareOfSynthArea_pct = 3.63
top_logic_kind = simple AND/OR/NAND/NOR gates
syn-mean-instance-area_um2 = 8.75
synthArstFlopShare_pct = 46.7
postSynthSeqShare_pct = 43.4
simple_gate_share_pct = 25.8
compound_area_share_pct = 17.3
ys.flops = 90
area_leaders = edfxtp_1 (25%), dfrtp_1 (13%), nand2_1 (8.6%)
largest_area_cell = edfxtp_1
syn-cell-area_mm2 = 0.00575
ys_chip_area_mm2 = 0.00575
ys.flop_type = edfxtp_1
ys_warn_count = 12
top_cells_by_count = nand2_1 (132), nand3_1 (57), edfxtp_1 (48)
synth-edff-count = 48
ys_cells = 657
yosysMostFrequentCell = nand2_1
adder_share_pct = 2.31
xor_share_pct = 1.83
top_area_share_pct = 25.1
ys_types = 72

[sta]
fin_tns_setup_ns = -14.01
tightest_slew_ns = 0.768
slew_viol_final = 0
finalWorstSetupSlack_ns = -0.337
slew_headroom_pct = 48.7
skew_ns = 0.0734
rsz0062_at_grt = true
setup_viol = 56
hold_viol = 0
fin_hold_ws_ns = 0.542

[routing]
vias = 5783
first_iter_violations = 519
wl_per_cell_um = 19.8
dr.pass1.iters = 7
wl_um = 19000
insertedDiodeCount = 0
drc = 0
via_per_inst = 6.05
antenna_left = 0

[grt]
antenna_found_initial = 0
grtUsageMet3_pct = 11.8
grt_pass1_wl_um = 29500
busiest_layer = met2
met1_usage_pct = 51.3
gr-usage-all-layers_pct = 35.0
grtUsageMet2_pct = 53.0
overflow = 0
grt_max_degree = 49
grt_pass1_vias = 5555

[setup_path]
end_kind = register
required_ns = 2.16
arrival_ns = 2.50
worstSetupPathType = register to register
crit_path_cell_trace = or3b_4 -> nor2_4 -> buf_12 -> o41ai_4 -> a222oi_1 -> a41oi_2 -> a21o_1
crit_slowest_cell = dfstp_2
crit_path_start = COR_BLK.state_reg.state_out[1]
rr_startpoint = COR_BLK.state_reg.state_out[1]
critPathMaxFanout = 7
start_kind = register
cpPeakStageDelay_ns = 0.53

[hold_path]
holdCritPathClass = register to register
min_from = COR_BLK.mdr_blk.mdr_out[5]

[clock_network]
cts_inserted_buffers = 9
cts_max_level = 3
holdBufCountCts = 0
path_clk_slew_ns = 0.07
cts_root_buf = clkbuf_16
cts_tree = yes
cts_buffer_depth = 2
clk_latency_ns = 0.43

[floorplan]
die_x_um = 109
fp-row-count = 38
dieArea_mm2 = 0.0119
fp_util_pct = 52.1
ios = 26
core_mm2 = 0.0110
fp.dieH_um = 109

[outcome]
violations = negative setup slack
outcome = finished with violations

[power]
powerDensity_mw_per_mm2 = 662
vdd_drop_max_mv = 0.496
p_leak_nw = 3.53
==> final cells by class <==
type | instances | area [µm²]
Clock buffer | 10 | 235
Clock inverter | 56 | 258
Fill cell | 758 | 3060
Inverter | 21 | 95.1
Multi-Input combinational cell | 492 | 3390
Sequential cell | 90 | 2500
Tap cell | 140 | 175
Timing Repair Buffer | 146 | 1320
Timing Repair inverter | 1 | 7.51
==> cells by family (layout without fill, tap and decap cells) <==
group	count (synthesis)	after routing
adder cells (fa/ha/maj)	10	10
other	2	2
XOR/XNOR	12	12
buffers and inverters	76	234
AND/OR/NAND/NOR	307	307
multiplexers	19	19
AND-OR/OR-AND	141	142
flip-flops	90	90
==> placed cells by master, fill, tap and decap left out, drive strengths merged, types with 8 or more instances in the layout <==
master / n
a21o: 8
a21oi: 30
a221oi: 9
a22oi: 9
and2: 23
buf: 125
clkbuf: 9
clkdlybuf4s50: 17
dfrtn: 9
dfrtp: 30
edfxtp: 48
ha: 9
inv: 72
mux2: 15
nand2: 132
nand2b: 8
nand3: 57
nor2: 28
nor2b: 8
nor3: 8
o21ai: 25
==> power by group <==
part	switching [W]	total (W)	internal (W)
clock	0.000562	0.00110	0.000536
sequential	0.000338	0.00156	0.00122
combinational	0.00136	0.00262	0.00126
total	0.00226	0.00528	0.00302
==> worst paths after layout <==
kind | slack, ns | to | cells past startpoint
hold / removal | 0.54 | COR_BLK.mdr_blk.mdr_out[5] | 1
setup / recovery | -0.34 | MEM_BLK.MEM_DATA2[2] | 7
min in group asynchronous | 0.93 | COR_BLK.mdr_blk.mdr_out[3] | 3
setup reg to reg | -0.34 | MEM_BLK.MEM_DATA2[2] | 7
hold reg to reg | 0.54 | COR_BLK.mdr_blk.mdr_out[5] | 1
max in group asynchronous | 0.57 | MEM_BLK.MEM_DATA2[2] | 4
==> critical path, delay by kind of cell (launching register included) <==
| kind | cells | cell delay [ns] |
|---|---|---|
| buffers and inverters | 1 | 0.15 |
| and+or+nand+nor | 2 | 0.62 |
| AOI/OAI and AO/OA | 4 | 0.85 |
| DFF | 1 | 0.53 |
==> state kept, by name (all words and copies together), names as in the netlist <==
name,count
MEM_BLK.temp,1
COR_BLK.mdr_blk.mdr_out,8
MEM_BLK.xn1,8
MEM_BLK.MEM_DATA2,8
MEM_BLK.n,8
COR_BLK.ir_blk.ir_out,8
COR_BLK.state_reg.state_out,3
MEM_BLK.one,8
COR_BLK.acc_blk1.acc_out,8
MEM_BLK.last_n,8
COR_BLK.pc_blk.pc_out,5
MEM_BLK.xn,8
COR_BLK.flag_blk.flag,1
MEM_BLK.tmp,8
==> through the flow <==
step                      total power (W)  area, µm²  setup slack, ns
after global placement            0.00404       7060           -0.371
final                             0.00528       7980           -0.337
after global routing              0.00564       7980           -0.457
after detailed placement          0.00406       7060           -0.385
after CTS                         0.00520       7810           -0.372
after floorplan                   0.00300       6100           -0.563
==> routing by layer <==
| layer | up-vias | part of all wire (%) | wire length, µm |
|---|---|---|---|
| li1 | 2709 | - | - |
| met1 | 2770 | 43 | 8080 |
| met2 | 267 | 46 | 8800 |
| met3 | 35 | 8.6 | 1620 |
| met4 | 2 | 2.1 | 406 |
| met5 | - | 0.23 | 44 |
==> what timing repair did <==
item / 4_1_cts / 5_1_grt
pin swaps: 18 / 20
resized: 51 / 22
setup buffers: 17 / 6
gates cloned: 2 / 1
setup endpoints to repair: 64 / 58
Power and IR drop assume default switching activity.
